==> flow/design.v <==
module mul_control( clock, rstn, b0, zero, start, en_a, en_b, en_p, done, psel );
  input clock, rstn, b0, zero, start;
  output en_a, en_b, en_p, done, psel;
	reg done, en_a, en_b, en_p, psel;
  parameter S1=2'b00, S2 = 2'b01, S3 = 2'b10;
	reg [1:0] y, Y;
  always @(start or y or zero)
  begin: State_table
    case (y)
      S1: if (start == 0) Y = S1;
          else Y = S2;
      S2: if (zero == 0) Y = S2;
          else Y = S3;
      S3: if (start == 1) Y = S3;
          else Y = S1;
      default: Y = 2'bXX;
    endcase
  end
  always @(posedge clock or negedge rstn)
  begin: State_flipflops
    if (rstn == 0)
        y <= S1;
    else
        y <= Y;
  end
  always @(start or y or b0)
  begin: FSM_outputs
    en_a = 0; en_b = 0; en_p = 0; done = 0; psel = 0;
    case (y)
      S1: en_p = 1;
      S2: begin
            en_a = 1; en_b = 1; psel = 1;
            if (b0) en_p = 1;
            else en_p = 0;
          end
      S3: done = 1;
    endcase
  end
endmodule  
module mul_datapath (clock, rstn, din_a, din_b, ld_a, en_a, ld_b, en_b, en_p, psel,
                     b0, zero, product);
  parameter n = 8;
  input clock, rstn, ld_a, en_a, ld_b, en_b, en_p, psel;
  input [n-1:0] din_a, din_b;
  output b0, zero;
  output [n+n-1:0] product;
  wire [n-1:0] B;
  wire [n+n-1:0] A;
  reg [n+n-1:0] data_p;
  wire [n+n-1:0] sum;
  integer k;
  shiftrne ShiftB (din_b, ld_b, en_b, 0, clock,B);
  defparam ShiftB.n = 8;
  shiftlne ShiftA ({{n{1'b0}}, din_a}, ld_a, en_a, 0, clock, A);
  defparam ShiftA.n = 16;
  assign zero=(B==0);
  assign b0=B[0];
  assign sum=A+product;
  always @(psel or sum)
  begin
    for (k = 0; k < n+n; k = k+1)
      data_p[k] = psel ? sum[k] : 0;
  end
  regne RegP (data_p, clock, rstn, en_p, product);
    defparam RegP.n = 16;
endmodule  
module multiplier_hier (Clock, Resetn, LA, LB, s, DataA, DataB, P, Done);
  parameter n = 8;
  input Clock, Resetn, LA, LB, s;
  input [n-1:0] DataA, DataB;
  output [n+n-1:0] P;
  output Done;
  wire Done, EA, EB, EP, Psel;
  wire b_0, z;
 	mul_control Cntl( .clock(Clock), .rstn(Resetn), .b0(b_0), .zero(z),
                    .start(s), .en_a(EA), .en_b(EB), .en_p(EP), .done(Done),
                    .psel(Psel) );
  mul_datapath DPath(.clock(Clock), .rstn(Resetn), .din_a(DataA), .din_b(DataB),
                     .ld_a(LA), .en_a(EA), .ld_b(LB), .en_b(EB),
                     .en_p(EP), .psel(Psel),
                     .b0(b_0), .zero(z), .product(P) );
endmodule  
module shiftrne( Din, load, en, sin, clock, Q ); 
  parameter n=8;
  input [n-1:0] Din;
  input load, en, sin, clock;
  output [n-1:0] Q;
  reg [n-1:0] Q;
  integer k;
  always @(posedge clock)
  begin
    if (load)
      Q <= Din;
    else if (en)
    begin
      for (k=n-1; k>0; k=k-1)
        Q[k-1] <= Q[k];
      Q[n-1] <= sin;
    end 
  end
endmodule  
module shiftlne( Din, load, en, sin, clock, Q ); 
  parameter n=8;
  input [n-1:0] Din;
  input load, en, sin, clock;
  output [n-1:0] Q;
  reg [n-1:0] Q;
  integer k;
  always @(posedge clock)
  begin
    if (load)
      Q <= Din;
    else if (en)
    begin
      for (k=n-1; k>0; k=k-1)
        Q[k] <= Q[k-1];
      Q[0] <= sin;
    end 
  end
endmodule  
module regne( Din, clock, resetn, en, Q ); 
  parameter n=8;
  input [n-1:0] Din;
  input clock, resetn, en;
  output [n-1:0] Q;
  reg [n-1:0] Q;
  integer k;
  always @(posedge clock or negedge resetn)
  begin
    if (resetn == 0)
    begin
      for (k=0; k<n; k=k+1)
        Q[k] <= 0; 
    end
    else 
    begin
      if (en)
        Q <= Din;   
    end
  end
endmodule  
==> flow/run.sh <==
#!/bin/bash
# OpenROAD 26Q1-2900-gdf79404cd8, Yosys 0.63+post, stock flow scripts
make -C /OpenROAD-flow-scripts/flow DESIGN_CONFIG=/design/flow/config.mk WORK_HOME=/design/flow/orfs finish
==> flow/config.mk <==
export PLATFORM = sky130hd
export DESIGN_NAME = multiplier_hier
export DESIGN_NICKNAME = multiplier_hier
export VERILOG_FILES = /design/flow/design.v
export SDC_FILE = /design/flow/constraint.sdc
export NUM_CORES = 4
export LEC_CHECK = 1
export CORE_UTILIZATION = 30
==> flow/constraint.sdc <==
current_design multiplier_hier

set clk_period 7.0
set clk_io_pct 0.2

create_clock -name clk0 -period $clk_period [get_ports {Clock}]

set non_clock_inputs [all_inputs -no_clocks]
set_input_delay [expr $clk_period * $clk_io_pct] -clock clk0 $non_clock_inputs
set_output_delay [expr $clk_period * $clk_io_pct] -clock clk0 [all_outputs]
==> summary.txt <==
The layout was made with Yosys and OpenROAD.

The share of final-layout standard cells stronger than drive strength 1 is 0.123. The yosys-reported design area after synthesis is 2500 um^2. Fill cells in the final layout number 778. In the routed design, unresolved DRC markers number 0. Setup repair after global routing left no endpoint under its margin. The primary flip-flop cell chosen by synthesis mapping is dfrtp_1. TritonCTS built the clock tree.

The worst-case setup margin in the final layout is 4320 ps. The vertical die size is 93.2 um. The total global-route track usage is 0.135. Entering global routing, the biggest net connects 24 pins.

The yosys warning tally is 7. Data arrives at the worst endpoint at 2710 ps. Per the detail_route report, routed wire per instance is 14.2 um. The synthesized netlist was found by Yosys to have 240 cells. The switching portion of total power is 0.376. The total number of warnings across the stage logs is 25. The cell family contributing the most delay on the critical path is buffers and inverters.

Headroom to the max-slew limit came out at 0.437. For this run, the script counts the antenna cells in the layout as 0. The number of library cell types mapped by synthesis is 52. The horizontal die dimension is 93.2 um. Per the run summary, max-cap violations total 0. The number of global-route vias before repair is 1799. The global-route congestion overflow total is 0.

The starting DRC count in detailed routing is 82. The path category of the worst min-delay check is flop to flop. The share of total power dissipated in the clock network is 0.168.

Synthesis produced 240 cells. After synthesis, the mean cell area works out to 10.4 um^2. Clock skew on the completed layout was measured at 5.43 ps. Per the OpenROAD floorplan log, the area of the die is 8690 um^2. The number of buffers created by CTS is 5. The total power is 0.960 mW. The final hold slack is 507 ps. The register clock-pin slew on the reported worst setup and hold paths is 90 ps. The utilization of the core after routing is 0.385.

Endpoints failing hold in the final report were tallied at 0. The number of buffers inserted by hold repair at cts is 0. The detailed router placed 1897 vias in this run.

The CTS root buffer is clkbuf_8. The number of port buffers is 37. The critical path maximum fanout is 18.

The peak supply drop is 0.119 mV. The post-synth tally of flip-flops with integrated enable is 16. The number of optimization iterations in the first detailed-route pass is 4. The start-to-end type of the worst setup path is primary input to flop. The number of routed nets with antenna violations is 0.

The worst register-to-register path depth is 9. The highest-delay cell along the critical path is clkdlybuf4s50_1. The sink count of the clock tree is 43. The internal power contribution is 0.599 mW.

The critical path endpoint has a required time of 7030 ps. In this run the post-CTS setup repair buffer count came out at 0. Traced cell by cell, the critical path runs through clkdlybuf4s50_1, or2_2. The critical path buffer and inverter count is 1. The switching component of the power is 0.361 mW.

The standby leakage power is 1.25 nW. The share of total power dissipated in combinational logic is 0.422. The report lists the number of standard-cell rows as 32. Dividing the detail-routed via count by the number of cells gives 5.02. Counting flops with an async set or reset pin after synthesis yields a share of 0.442.

Based on the critical path, the design can be clocked at up to 373 MHz. 38 I/O pins were placed. For the pin with the worst max-slew slack, the measured transition is 845 ps. The final-layout setup total negative slack is 0 ps.

The placer's final routability congestion estimate is 0.822. The total power per unit cell area is 316 nW/um^2. The number of pins exceeding their max-slew limit in the final report is 0. The flow ran to the end, and the final reports show no timing, DRC or antenna violations.

For this run, the register share of the synthesized area comes to 0.447. The maximum single-stage delay on the critical path is 750 ps. The post-layout period usage of the worst path is 0.383.

The global-route wire length before repair is 8.96 mm. The setup-violating endpoint count in the final report is 0. Along the worst hold path, the cell count comes to 2. The total number of H-tree levels is 2. The slack of the worst reg-to-reg path is 4520 ps. The power report attributes to the sequential group a share of 0.410. The critical path runs through a total of 2 cells.

Gates resized during post-CTS repair numbered 0. For this block, the routed nets add up to 5.39 mm of wire. The core region is 7890 um^2. The core utilization before placement is 0.317. The number of antenna violations at the first check in global routing is 0. The final critical path time including I/O delays and setup is 2680 ps. The maximum buffer depth of the clock tree is 2.

The detailed placer's ending HPWL is 3.94 mm. The post-synth register bit count is 43. The endpoint kind of the worst setup timing path is a flop. The post-synthesis instance area is 2500 um^2. The clock insertion delay at the later pin of the skew report is 300 ps.

OpenSTA, run right after detailed placement, puts the worst setup slack at 3970 ps. The element type at the critical path start is a primary input. Per the run report, area growth between synthesis and finish was 21.5%.
## per-stage QoR
step	std cells	cell area, um^2
after global routing	378	3040
after floorplan	240	2500
after CTS	378	3040
after detailed placement	370	2950
after global placement	370	2950
final	378	3040
## cells in the mapped netlist (all sizes together), types with 2 or more instances
library cell / count / area share
o31ai: 5 / 0.015
nor4: 4 / 0.010
clkbuf: 5 / 0.0075
o41ai: 2 / 0.0070
nor2: 20 / 0.030
nor3: 3 / 0.0060
edfxtp: 16 / 0.19
and2: 2 / 0.0050
ha: 15 / 0.075
o21ai: 11 / 0.025
or3: 2 / 0.0050
mux2i: 9 / 0.036
a22o: 2 / 0.0070
mux2: 13 / 0.059
nand3: 6 / 0.012
buf: 6 / 0.017
or2: 4 / 0.010
inv: 7 / 0.011
nand2: 24 / 0.036
a21oi: 12 / 0.024
nor2b: 2 / 0.0050
o211ai: 2 / 0.0080
o31a: 2 / 0.0070
dfrtp: 18 / 0.18
xnor2: 4 / 0.014
o21a: 2 / 0.0060
o21bai: 2 / 0.0060
a21o: 8 / 0.024
nand4: 6 / 0.015
a211oi: 4 / 0.018
dfxtp: 8 / 0.064
## worst min-delay path, cell delays in order, from the launching register on
cell	delay, ps
dfxtp_1	340
mux2i_1	70
nor2_1	70
## power by group through the flow
stage                 registers, mW  clock network [mW]  logic, mW
after global routing          0.405               0.177      0.449
after CTS                     0.394               0.167      0.406
final                         0.394               0.162      0.405
## area by class of cell
cell class / count / area (um^2) / area share
inverters: 7 / 26.3 / 0.00866
clock buffers: 6 / 72.6 / 0.0239
clock inverters: 2 / 12.5 / 0.00412
multi-input cells: 179 / 1290 / 0.426
repair buffers: 39 / 385 / 0.127
well taps: 102 / 128 / 0.0420
flip-flops and latches: 43 / 1120 / 0.368
## registers in the layout, indices dropped and copies added (netlist names)
register and count:
Cntl.y 3, DPath.RegP.Q 16, DPath.ShiftB.Q 8, DPath.ShiftA.Q 16
## worst paths after layout
path / start / to
setup / recovery: LA / DPath.ShiftA.Q[7]
hold / removal: DPath.ShiftA.Q[15] / DPath.ShiftA.Q[15]
setup reg to reg: DPath.RegP.Q[0] / DPath.RegP.Q[10]
hold reg to reg: DPath.ShiftA.Q[15] / DPath.ShiftA.Q[15]
max in group asynchronous: Resetn / Cntl.y[0]
min in group asynchronous: Resetn / DPath.RegP.Q[1]
## layout by cell type, fill, tap and decap left out, drive strengths merged, types with 3 or more instances in the layout
| cell type | n |
|---|---|
| clkdlybuf4s50 | 37 |
| nand2 | 24 |
| nor2 | 20 |
| dfrtp | 18 |
| edfxtp | 16 |
| ha | 15 |
| mux2 | 13 |
| a21oi | 12 |
| o21ai | 11 |
| mux2i | 9 |
| dfxtp | 8 |
| a21o | 8 |
| inv | 7 |
| nand3 | 6 |
| nand4 | 6 |
| clkbuf | 6 |
| o31ai | 5 |
| nor4 | 4 |
| xnor2 | 4 |
| or2 | 4 |
| a211oi | 4 |
| nor3 | 3 |
## cells by family (layout without fill, tap and decap cells)
group / after synthesis / after routing / synth area share
multiplexers: 22 / 22 / 0.0947
adder cells (fa/ha/maj): 16 / 16 / 0.0832
buffers and inverters: 18 / 54 / 0.0346
flip-flops: 43 / 43 / 0.447
AND-OR/OR-AND: 60 / 60 / 0.177
XOR/XNOR: 5 / 5 / 0.0175
AND/OR/NAND/NOR: 76 / 76 / 0.145
## layer usage
metal,vias to the layer above,share of wire,wire length [um],track usage
met5,-,0,0,0
met2,36,0.45,2420,0.205
met1,893,0.52,2790,0.217
met3,2,0.030,159,0.0215
li1,966,-,-,-
met4,0,0.0037,20,0.0103
Power figures rest on the tool's default switching activity, not on a simulated workload.
