===== run.sh =====
#!/bin/bash
# OpenROAD 26Q1-2900-gdf79404cd8, Yosys 0.63+post, stock flow scripts
make -C /OpenROAD-flow-scripts/flow DESIGN_CONFIG=/design/flow/config.mk WORK_HOME=/design/flow/orfs finish

===== constraint.sdc =====
current_design multiplier

set clk_period 6.5
set clk_io_pct 0.2

create_clock -name clk0 -period $clk_period [get_ports {Clock}]

set non_clock_inputs [all_inputs -no_clocks]
set_input_delay [expr $clk_period * $clk_io_pct] -clock clk0 $non_clock_inputs
set_output_delay [expr $clk_period * $clk_io_pct] -clock clk0 [all_outputs]

===== design.v =====
module multiplier (Clock, Resetn, LA, LB, s, DataA, DataB, P, Done);
  parameter n = 8;
  input Clock, Resetn, LA, LB, s;
  input [n-1:0] DataA, DataB;
  output [n+n-1:0] P;
  output Done;
  wire z;
  reg [n+n-1:0] A, DataP;
  wire [n+n-1:0] Sum;
  reg [1:0] y, Y;
  reg [n-1:0] B;
  reg Done, EA, EB, EP, Psel;
  integer k;
  parameter S1=2'b00, S2 = 2'b01, S3 = 2'b10;
  always @(s or y or z)
  begin: State_table
    case (y)
      S1: if (s == 0) Y = S1;
          else Y = S2;
      S2: if (z == 0) Y = S2;
          else Y = S3;
      S3: if (s == 1) Y = S3;
          else Y = S1;
      default: Y = 2'bXX;
    endcase
  end
  always @(posedge Clock or negedge Resetn)
  begin: State_flipflops
    if (Resetn == 0)
        y <= S1;
    else
        y <= Y;
  end
  always @(s or y or B[0])
  begin: FSM_outputs
    EA = 0; EB = 0; EP = 0; Done = 0; Psel = 0;
    case (y)
      S1: EP = 1;
      S2: begin
            EA = 1; EB = 1; Psel = 1;
            if (B[0]) EP = 1;
            else EP = 0;
          end
      S3: Done = 1;
    endcase
  end
  shiftrne ShiftB (DataB, LB, EB, 0, Clock, B);
    defparam ShiftB.n = 8;
  shiftlne ShiftA ({{n{1'b0}}, DataA}, LA, EA, 0, Clock, A);
    defparam ShiftA.n = 16;
  assign z = (B == 0);
  assign Sum = A + P;
  always @(Psel or Sum)
  begin
    for (k = 0; k < n+n; k = k+1)
      DataP[k] = Psel ? Sum[k] : 0;
  end
  regne RegP (DataP, Clock, Resetn, EP, P);
    defparam RegP.n = 16;
endmodule
module shiftrne( Din, load, en, sin, clock, Q ); 
  parameter n=8;
  input [n-1:0] Din;
  input load, en, sin, clock;
  output [n-1:0] Q;
  reg [n-1:0] Q;
  integer k;
  always @(posedge clock)
  begin
    if (load)
      Q <= Din;
    else if (en)
    begin
      for (k=n-1; k>0; k=k-1)
        Q[k-1] <= Q[k];
      Q[n-1] <= sin;
    end 
  end
endmodule  
module shiftlne( Din, load, en, sin, clock, Q ); 
  parameter n=8;
  input [n-1:0] Din;
  input load, en, sin, clock;
  output [n-1:0] Q;
  reg [n-1:0] Q;
  integer k;
  always @(posedge clock)
  begin
    if (load)
      Q <= Din;
    else if (en)
    begin
      for (k=n-1; k>0; k=k-1)
        Q[k] <= Q[k-1];
      Q[0] <= sin;
    end 
  end
endmodule  
module regne( Din, clock, resetn, en, Q ); 
  parameter n=8;
  input [n-1:0] Din;
  input clock, resetn, en;
  output [n-1:0] Q;
  reg [n-1:0] Q;
  integer k;
  always @(posedge clock or negedge resetn)
  begin
    if (resetn == 0)
    begin
      for (k=0; k<n; k=k+1)
        Q[k] <= 0; 
    end
    else 
    begin
      if (en)
        Q <= Din;   
    end
  end
endmodule  

===== config.mk =====
export PLATFORM = sky130hd
export DESIGN_NAME = multiplier
export DESIGN_NICKNAME = multiplier
export VERILOG_FILES = /design/flow/design.v
export SDC_FILE = /design/flow/constraint.sdc
export NUM_CORES = 4
export LEC_CHECK = 1
export CORE_UTILIZATION = 50

==> reports/results.tsv <==
metric	value	unit
flip-flops with a built-in enable	16	
Fillers	414	
total power	1.148	mW
TritonRoute pass-1 iters	4	
Crit-path slowest cell	clkdlybuf4s50_1	
Crit Path Max Fanout	5	
yosys simple share	12.40	%
Pleak	1.201	nW
Crit path arrival time	1.26	ns
IO Pins	38	
crit start category	register	
H-tree depth	2	
GRT Util Overall	22.10	%
count of tool warnings	26	
Syn Std Cell Area	2441	um2
post-CTS sizing	0	
Starting DRT DRC Count	68	
RSZ-0062 raised after global routing	no	
clk slew on worst S/H paths	0.08	ns
Hold Buf Count CTS	0	
dpl hpwl	3577	um
status	complete, no violations	
cell count after synthesis	236	
Clock Sinks	43	
worst path cell trace	clkdlybuf4s50_1	
Worst Path Required	5.20	ns
asr flop ratio synth	44.19	%
vias per inst	5.388	
CP Capture Type	output pin	
Synth Area in XOR/XNOR	4.664	%
family with the most delay on the worst path	buffers and inverters	
Max IR drop VDD	0.0002244	V
number of remaining DRC errors	0	
Final Skew	0.005200	ns
vias in the first global route	1720	
Final GP Congestion	0.7957	
Cell Count, Final, Fillers Out	340	
Tmin final	2.559	ns
worst slew pin tran	0.8987	ns
Adder Area Share	8.508	%
Max transition margin	40.09	%
CP Class	reg2out	
Max Clk Rate	0.3908	GHz
CP max stage delay	0.51	ns
maxcap violations	0	
ant diodes	0	
setup violators final	0	
DIE WIDTH	71.87	um
Buf+Inv Stages, Crit Path	1	
Post-Synth AOI/OAI Area	16.61	%
Port Buffers	37	
WL/cell	14.44	um
layout cell share with drive strength beyond 1	12.82	%
Yosys Instances	236	
TritonCTS clock tree	done	
Core ar.	4723	um2
pins over their slew limit	0	
Netlist cell types	44	
chip area	5165	um2
Synth flops	43	
clock tree buffer depth	2	
final hold slack	0.5134	ns
Root Buffer	clkbuf_8	
Die Height	71.87	um
total number of vias	1832	
Main logic family	AND-OR/OR-AND gates	
register area share after synthesis	45.77	%
Final period util	39.37	%
fin area	2953	um2
fp util	51.68	%
antenna viol nets, final	0	
Area Growth Syn to Fin	20.96	%
syn avg cell area	10.34	um2
mux share	9.277	%
placed cell area	2869	um2
Setup TNS	0	ns
setup bufs post-CTS	0	
Hold Path Class	reg2reg	
first-pass GRT wire length	8342	um
total grt overflow	0	
yosys stat area	2441	um2
Ys Warns	6	
Cells after DPL	332	
TritonCTS Buffers	5	
Most common reg cell	dfrtp_1	
cell row count	25	
largest net degree at the start of global routing	20	
latest clock arrival within the worst-skew pair	0.29	ns
cell area power density	388.9	nW/um2
Post-Route WL	4911	um
Fin. Hold Viols	0	
initial antenna violation count	0	
-- per-layer routing --
layer / part of all wire, % / wire, um / global-route usage, % / vias to the layer above
met3: 3.4 / 166 / 3.852 / 6
met5: 0 / 0 / 0 / -
li1: - / - / - / 919
met4: 1.3 / 63 / 2.179 / 0
met2: 45 / 2198 / 33.12 / 35
met1: 51 / 2483 / 37.32 / 872
-- cell type report --
cell class | instances | area (um2) | area share, %
Inverter | 5 | 18.77 | 0.6356
Tap cell | 67 | 83.83 | 2.839
Sequential cell | 43 | 1117 | 37.84
Multi-Input combinational cell | 177 | 1256 | 42.54
Clock buffer | 6 | 72.57 | 2.458
Clock inverter | 2 | 11.26 | 0.3814
Timing Repair Buffer | 40 | 392.9 | 13.31
-- path summary, 6_finish.rpt --
path / start / end / slack (ns) / depth (start not counted)
max in group asynchronous: Resetn / y[0] / 4.89 / 2
worst min-delay path: RegP.Q[7] / RegP.Q[7] / 0.51 / 2
worst min register to register: RegP.Q[7] / RegP.Q[7] / 0.51 / 2
worst max-delay path: RegP.Q[15] / P[15] / 3.94 / 1
min in group asynchronous: Resetn / RegP.Q[15] / 1.35 / 2
worst max register to register: RegP.Q[0] / RegP.Q[12] / 4.41 / 9
-- kinds of logic (layout without fill, tap and decap cells) --
| group | count (synthesis) | in the layout |
|---|---|---|
| buffers and inverters | 16 | 53 |
| adder cells (fa/ha/maj) | 16 | 16 |
| multiplexers | 21 | 21 |
| XOR/XNOR | 13 | 13 |
| AND-OR/OR-AND | 61 | 61 |
| flip-flops | 43 | 43 |
| AND/OR/NAND/NOR | 66 | 66 |
-- cell usage after synthesis (3+ instances only) --
cell	instances	share of area, %
clkbuf_1	7	1.1
o21ai_1	11	2.3
nand2_1	29	4.5
a21o_1	3	0.92
mux2_2	13	6.0
mux2i_1	8	3.3
ha_1	15	7.7
a21oi_1	12	2.5
xnor2_1	5	1.8
o21ai_0	15	3.1
nand3_1	3	0.61
edfxtp_1	16	20
dfrtp_1	18	18
xor2_1	8	2.9
buf_2	3	0.61
nor2_1	16	2.5
dfxtp_1	8	6.6
o31ai_1	3	0.92
inv_1	5	0.77
and4_1	3	1.1
-- registers in the layout, indices dropped and copies added (netlist names) --
name and cells:
ShiftA.Q 16, y 3, RegP.Q 16, ShiftB.Q 8
-- stage by stage --
step | utilization [%] | worst slack, ns
2_1_floorplan | - | 4.292
3_3_place_gp | 60.74 | 3.643
3_5_place_dp | 60.74 | 3.640
4_1_cts | 62.52 | 3.928
5_1_grt | 62.52 | 3.877
6_report | 62.52 | 3.941
-- cells in the final DEF (no fill, tap or decap), drive strengths merged, types with 2 or more instances in the layout --
master	synthesis	routed
a211oi	2	2
a21o	3	3
a21oi	13	13
a31oi	2	2
and2	2	2
and4	3	3
buf	4	3
clkbuf	7	6
clkdlybuf4s50	0	37
dfrtp	18	18
dfxtp	8	8
edfxtp	16	16
ha	15	15
inv	5	6
mux2	13	13
mux2i	8	8
nand2	29	29
nand2b	2	2
nand3	3	3
nand4	2	2
nor2	16	16
nor2b	2	2
nor3	2	2
nor4	2	2
o211ai	3	3
o21a	2	2
o21ai	27	27
o31ai	5	5
or2	2	2
xnor2	5	5
xor2	8	8
-- power breakdown --
part           internal, mW  total [mW]  leakage, nW  switching (mW)
logic                 0.267       0.532        0.684           0.265
clock network        0.0755       0.169       0.0455          0.0936
registers             0.371       0.447        0.472          0.0759
total                 0.713        1.15         1.20           0.435
Power figures rest on the tool's default switching activity, not on a simulated workload.
